## ./config.mk

```make
export PLATFORM = sky130hd
export DESIGN_NAME = ALU
export DESIGN_NICKNAME = ALU
export VERILOG_FILES = /design/flow/design.v
export SDC_FILE = /design/flow/constraint.sdc
export NUM_CORES = 4
export LEC_CHECK = 1
export CORE_AREA = 10 10 130 130
export DIE_AREA = 0 0 140 140
```

## ./constraint.sdc

```tcl
current_design ALU

set clk_period 27.9
set clk_io_pct 0.2

create_clock -name clk0 -period $clk_period

set non_clock_inputs [all_inputs -no_clocks]
set_input_delay [expr $clk_period * $clk_io_pct] -clock clk0 $non_clock_inputs
set_output_delay [expr $clk_period * $clk_io_pct] -clock clk0 [all_outputs]
```

## ./design.v

```verilog
`timescale 1ns / 1ps
module top_module_mips_v2(
    output [31:0] INST,
    output [31:0] out,
    output flag,
    input RST,
    input [4:0] addr,
    input CLK,
    input write,
    output [31:0] ina, inb, ALUA, ALUB
    );
    reg [4:0] read1, wadd;
    reg ALUsrc;
    wire [5:0] opcode = INST[31:26];
    wire [5:0] funct = INST[5:0];    
    wire [4:0] read0 = INST[25:21];  
    always @(*) begin
        if(INST[31:26]==0) begin  
            read1 = INST[20:16];  
            wadd = INST[15:11];
            ALUsrc = 0;
        end
        else begin
            wadd = INST[20:16];  
            ALUsrc = 1;
        end
    end
    GPR REG(
    .REGNUM0(read0),.REGNUM1(read1),.REGNUM2(wadd),
    .DIN0(out),
    .DOUT0(ina),.DOUT1(inb),
    .CLK(CLK),
    .WE0(write)
    );
    PC PC(
    .CLK(CLK), .RST(RST), .INST(INST));
    ALU ALU(
    .ina(ina),.inb(inb),.out(out),.flag(flag),.ALUA(ALUA),.ALUB(ALUB), .INST(INST), .opcode(opcode), .funct(funct), .ALUsrc(ALUsrc)
    );
endmodule
module PC(
    input CLK,
    input RST,
    output [31:0] INST
    );
    wire write = 1'b0;  
    wire [31:0] data_in = 32'b0;
    wire [31:0] data_out;
    assign INST = data_out;
    wire [4:0] addr;
    COUNTER5B COUNTER(
        .CLK(CLK), .addr(addr), .RST(RST)
    );
    CPU_REG PMEM(
        .addr(addr), .data_in(data_in), .data_out(data_out), .write(write));      
endmodule
module COUNTER5B(
    input CLK,
    input RST,
    output [4:0] addr);
    reg [4:0] count; 
    assign addr = count;
    always @(posedge CLK) begin
        if(RST == 1) begin
            count = 5'b0;
        end
        else begin
            count = count + 1;
        end
    end
endmodule
module ALU(
    input [5:0] opcode,
    input [31:0] ina,
    input [31:0] inb,
    input ALUsrc,
    input [5:0] funct,
    input [31:0] INST,
    output [31:0] out, ALUA, ALUB,
    output flag
    );
    reg [32:0] tout;
    reg [31:0] ALUB2;
    wire [31:0] imm_i;
    assign ALUA = ina;
    assign ALUB = ALUB2;
    assign imm_i[15:0] = INST[15:0];
    assign imm_i[31:16] = 16'b0;
    always @(*) begin
        if(ALUsrc) begin
            ALUB2 = imm_i;
            end
        else begin
            ALUB2 = inb;
        end
    end
    assign flag = tout[32];  
    assign out = tout[31:0];    
    always@(*) begin
        if(opcode==6'd0) begin
            case(funct)
                6'd0:  
                tout = ALUA + ALUB;
                6'd2:  
                tout = ALUA - ALUB;
                6'd10:  
                tout = ALUA ^ ALUB;
                default:
                tout = ALUA + ALUB;
            endcase
        end
        else begin
                tout = ALUA + ALUB;
        end
    end
endmodule
```

## ./run.sh

```bash
#!/bin/bash
# OpenROAD 26Q1-2900-gdf79404cd8, Yosys 0.63+post, stock flow scripts
make -C /OpenROAD-flow-scripts/flow DESIGN_CONFIG=/design/flow/config.mk WORK_HOME=/design/flow/orfs finish
```

==> run summary <==
run metrics: status=finished clean, synthesized area=4400 sq um, largest delay contributor family on the critical path=AND-OR/OR-AND gates, Crit Path Class=in2out, grt total ovfl=0, logic gate share of total power=100.0%, cts-stage hold buffer count=0, Buf+Inv Stages, Crit Path=3, share of layout cells above drive strength 1=3.901%, Fillers=~1,500, 1st-iter DRT viols=around 230, postcts setup bufs=0, maximum clock frequency=approximately 64 MHz, Final Critical Period=roughly 16 ns, DIE AREA=between 15,000 and 20,000 sq um, first-pass GRT wire length=between 20,000 and 30,000 um, hold path endpoint=ALUA[16], die y size=~140 um, Final Setup Violations=0, Top Layer Used=met4, via count=slightly above 5,000, Period Utilization, post-route=between 50% and 60%, yosys warns=1, Slew Viols, Final=0, Post-Syn Instances=~640, Clk pwr share=0%, RD Place Congestion=approximately 0.9, hold slack final=~12 ns, Top Ports=just over 200, max_slew headroom=48.71%, max-cap violation count=0, crit path DRT=~22 ns, initial antenna violation count=0, Crit. End Element=output port, worst hold path depth=2, main area contributors=ha_1 (21%), a21oi_1 (6.3%), buf_4 (5.5%), count of tool warnings=~89, clkbuf count=0, Seq/Total Area, Yosys=0%, RSZ-0062 raised after global routing=false, WL final=~17,000 um, critical-path maximum fanout=32, VDD IR max=approximately 0.012 mV, CP max stage delay=approximately 0.62 ns, vias per cell=between 5 and 6, Comb area=3836 sq um, post-CTS sizing=0, Worst Hold Launch=ina[16], TNS Setup=0 ns, crit-path cells=clkdlybuf4s50_1, buf_4, mux2_2, ha_1, fa_1, nor2b_1, o21ai_1, a2bb2oi_2, a31oi_4, o21ai_4, a311oi_1, nor2_1, a221oi_2, clkdlybuf4s50_1, Top-area cell share=between 20% and 30%, Critical-path top delay cell=a311oi_1, pwr/cell area=between 20 and 25 nW/um^2, switch share=a little under half, die extent in x=140 um, Detail Route met2 WL=7960 um, number of global-route vias before repair=roughly 5,100, Hold Path Class=in2out, post-route cell area=6188 sq um, TritonRoute pass-1 iters=4, port buffer count=roughly 190, placed instance area=slightly above 6000 sq um, # diodes=0, sequential power share=0%, ys cells=about 640, post-DP HPWL=about 14,000 um, # rows=43, Routed WL per cell=around 18 um, Final Hold Vio Count=0, Final ANT Viol Nets=0, flip-flops=0, Yosys Chip Area=4400 sq um, Pleak=2.668 nW, slew at the pin closest to its max-slew limit=0.7666 ns, mean post-synth cell area=approximately 7 sq um, pin count of the biggest net entering global routing=39, core area=between 10,000 and 15,000 sq um, cell mode on critical path=clkdlybuf4s50_1, Yosys cell types=77, Startpoint Class=input port, post-synth top area cell=ha_1, Met1 Routed Length=roughly 8000 um, sequential cell area=0 sq um, Syn-to-layout area delta=40.63%, CP arrival=just over 10 ns, Int Power=0.00007445 W, fp_density=roughly a third, met3 wire len=1381 um, gr usage total=between 10% and 20%, Post-route DRC=0, P_sw=between 0.00006 and 0.00007 W
power by group through the flow:
| stage | registers [W] | logic, W | clock network [W] |
|---|---|---|---|
| 6_report | 0 | 0.000140 | 0 |
| 5_1_grt | 0 | 0.000156 | 0 |
| 4_1_cts | 0 | 0.000142 | 0 |
how the worst max path moves through the flow:
stage	start	endpoint	slack, ns	cells past startpoint
after CTS	ALUsrc	out[30]	12.24	14
after global routing	ALUsrc	out[30]	12.02	14
final	ALUsrc	out[30]	12.24	14
placed cells by master, fill, tap and decap left out, types with 6 or more instances in the layout:
cell               n
clkdlybuf4s50_1  190
o21a_1             9
nand3_1           13
mux2i_1           15
o21ai_0           27
a21oi_1           55
nor3_1            21
and3_1             7
a31oi_1            8
a211oi_1           6
o21bai_1          11
nand2b_1          26
inv_1             52
o211ai_1           7
xnor2_1           20
o31ai_1            6
ha_1              74
nand2_1           32
nor2_1            54
nor4_1             7
a21o_1            17
nor2b_1           10
xor2_1             9
cells by family after synthesis:
group	synth area share, %
xor gates and xnor gates	5.772
and+or+nand+nor	21.98
muxes	3.924
adders and majority gates	21.95
AOI/OAI and AO/OA	33.55
buffers and inverters	12.82
synthesized netlist by cell type (all sizes together), types with 15 or more instances:
cell type and count:
nand2 32, xnor2 20, a21o 17, a21oi 57, nand2b 26, mux2i 15, nor3 21, o21ai 34
inv 53, buf 42, ha 74, nor2 54, clkbuf 18
cell type report:
| class | count | area share, % |
|---|---|---|
| Inverter | 54 | 3.275 |
| Multi-Input combinational cell | 522 | 61.99 |
| Tap cell | 180 | 3.639 |
| Timing Repair Buffer | 193 | 31.10 |
stage by stage:
stage | utilization [%] | setup slack, ns | cells | power [W]
floorplan | - | 13.95 | 636 | 0.00007635
global placement | 44.24 | 12.25 | 949 | 0.0001410
detailed placement | 44.24 | 12.25 | 949 | 0.0001403
CTS | 44.24 | 12.24 | 949 | 0.0001417
global route | 44.24 | 12.02 | 949 | 0.0001556
finish | 44.24 | 12.24 | 949 | 0.0001402
metal layers:
layer	track usage (%)	vias to the layer above
met5	0	-
met4	1.196	0
met3	4.489	9
met2	27.47	166
met1	21.98	2357
li1	-	2531
Power figures rest on the tool's default switching activity, not on a simulated workload.
