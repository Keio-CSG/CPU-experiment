===== flow/design.v =====
module cpu_register(
    input logic [4:0] addr1,
    input logic [4:0] addr2,
    input logic [4:0] addrw,
    input logic writeen,
    input logic [31:0] writeint,
    input logic clk,
    output logic [31:0] RD1,
    output logic [31:0] RD2
);
    logic [31:0] DATA [31:0];
    always @(posedge clk) begin
        DATA[0] = 49;
        DATA[1] = 7;
        DATA[2] = 3;
    end
    assign RD1 = DATA[addr1];
    assign RD2 = DATA[addr2];
    always @(posedge clk)
        if (writeen) DATA[addrw] <= writeint;
endmodule
module cpu_memory(
    input logic [9:0] addr,
    input logic writeen,
    input logic [31:0] writeint,
    input logic clk,
    output logic [31:0] RD
);
    logic [1023:0] DATA [31:0];
    always @(*) begin
        DATA[0] = 49;
        DATA[1] = 7;
        DATA[2] = 2;
    end
    assign RD = DATA[addr];
    always @(posedge clk)
        if (writeen) DATA[addr] <= writeint;
endmodule

===== flow/run.sh =====
#!/bin/bash
# OpenROAD 26Q1-2900-gdf79404cd8, Yosys 0.63+post, stock flow scripts
make -C /OpenROAD-flow-scripts/flow DESIGN_CONFIG=/design/flow/config.mk WORK_HOME=/design/flow/orfs finish

===== flow/config.mk =====
export PLATFORM = sky130hd
export DESIGN_NAME = cpu_memory
export DESIGN_NICKNAME = cpu_memory
export VERILOG_FILES = /design/flow/design.v
export SDC_FILE = /design/flow/constraint.sdc
export NUM_CORES = 4
export LEC_CHECK = 1
export CORE_UTILIZATION = 30

===== flow/constraint.sdc =====
current_design cpu_memory

set clk_period 7.1
set clk_io_pct 0.2

create_clock -name clk0 -period $clk_period [get_ports {clk}]

set non_clock_inputs [all_inputs -no_clocks]
set_input_delay [expr $clk_period * $clk_io_pct] -clock clk0 $non_clock_inputs
set_output_delay [expr $clk_period * $clk_io_pct] -clock clk0 [all_outputs]

==> GITHUB_STEP_SUMMARY <==
### Flow metrics

| Metric | Value |
|---|---|
| Cts hold-fix bufs | `0` |
| Yosys Instances | `1869` |
| Final worst-path cycle share | `96.18%` |
| Clock sinks | `928` |
| Synth async-reset ratio | `0%` |
| Final Power | `11.33 mW` |
| Vias in the first global route | `21620` |
| Place WS | `0.3749 ns` |
| Worst min-delay path class | `in -> reg` |
| Max-slew headroom | `28.90%` |
| Total number of yosys warnings | `2` |
| Chip area | `115800 um^2` |
| PwrDens | `279.8 nW/um^2` |
| Largest Register | `DATA` |
| Core footprint | `113000 um^2` |
| Rows | `123` |
| DP HPWL | `64770 um` |
| OpenROAD warnings | `30` |
| Flip-flops with a built-in enable | `928` |
| Post-Layout Inst Area | `40500 um^2` |
| Min cycle time layout | `6.829 ns` |
| Die X-Extent | `340.3 um` |
| 1st-iter DRT viols | `1603` |
| Clk pin slew, worst setup/hold paths | `0.06 ns` |
| RSZ-0062 raised after global routing | `no` |
| Routed wire per std cell | `31.43 um` |
| Remaining Overflow, GRT | `0` |
| CP endpoint kind | `primary output` |
| Vias | `20260` |
| Max reg flops | `928` |
| Mapped Cells | `1869` |
| Hold Vio Cnt, Final | `0` |
| Gpl congestion | `0.9089` |
| Status | `completed` |
| Setup TNS | `0 ns` |
| Ys flops | `928` |
| Post-synthesis chip area from yosys | `34330 um^2` |
| Most frequent cells in the layout | `928 x edfxtp_1, 323 x a22oi_1, 123 x and3_1, 122 x buf_4, 90 x clkbuf_16` |
| DIE HEIGHT | `340.3 um` |
| Pleak | `13.12 nW` |
| Root buffer cell | `clkbuf_16` |
| Setup ws final | `0.2711 ns` |
| Largest area contributor in the synthesized netlist | `edfxtp_1` |
| Fraction of layout cells with a size suffix above 1 | `16.77%` |
| Max-cap viol count | `0` |
| Max-slew violation count | `0` |
| CTS tree | `built` |
| Global-route wire length before repair | `157700 um` |
| H-tree depth | `3` |
| Biggest regs | `DATA (928)` |
| Largest cells by area | `edfxtp_1 81%, a22oi_1 7.1%, and3_1 2.6%` |
| Hold path depth | `2` |
| Syn_area_per_cell | `18.37 um^2` |
| Worst EP arrival | `5.41 ns` |
| Top-area cell share | `81.16%` |
| Post-CTS sizing | `0` |
| Vias/cell | `5.599` |
| Floorplan-stage core utilization | `30.39%` |
| Seq share, synth | `81.16%` |
| Most numerous logic cell after layout | `edfxtp_1` |
| Final Setup Violations | `0` |
| Fmax achieved | `146.4 MHz` |
| Most used flip-flop cell | `edfxtp_1` |
| Dpl cell area | `37560 um^2` |
| Post-CTS Setup Bufs | `0` |
| Synthesized cell area | `34330 um^2` |
| Worst-Margin Slew | `1.040 ns` |
| Drt pass-1 iters | `7` |
| Worst VDD drop | `0.2091 mV` |
| Count of input and output buffers | `70` |
| Crit start category | `input pin` |
| DRC violations left | `0` |
| Setup CP Type | `in -> out` |
| I/O Pins | `76` |
| Crit path DRT | `5.68 ns` |
| Initial antenna violation count | `3` |
| Largest net degree at the start of global routing | `34` |
| Unique masters post-synth | `55` |
| GRT Util Overall | `20.88%` |
| Total CTS buffers | `89` |
| Filler Cells Inserted | `10230` |
| P&R area growth vs syn | `17.97%` |
| Crit-path max FO | `16` |
| Max clock buf depth | `3` |
| Post-route ant nets | `0` |
| Final WL | `113700 um` |
| Util after Layout | `35.86%` |
==> through the flow <==
| step | std cells | hold slack (ns) |
|---|---|---|
| after global routing | 3617 | 1.585 |
| after global placement | 3452 | 2.260 |
| after floorplan | 1869 | 1.519 |
| after detailed placement | 3452 | 2.258 |
| final | 3618 | 1.578 |
| after CTS | 3617 | 1.553 |
==> cells in the mapped netlist, types with 13 or more instances <==
cell type and number:
a2111oi_0 20, a222oi_1 17, a2111oi_2 16, or4_1 31, and3_1 141, a22oi_1 323
clkbuf_1 68, edfxtp_1 928, nand2_1 37, nor2_1 24, buf_6 13, nor3_1 14
nand4_1 53, nand3_1 54, buf_2 23
==> cell families (layout without fill, tap and decap cells) <==
group           after synthesis  in the layout  synth area share, %
compound gates              416            416                9.796
buf+inv                     111            359                1.629
flops                       928            928                81.16
mux                          11             11               0.3353
other cells                   0              1                    0
simple gates                403            403                7.077
==> final timing paths <==
path	start	endpoint
setup / recovery	addr[2]	RD[3]
hold / removal	writeint[26]	DATA[24][26]
==> worst max-delay path, cell delays in order <==
cell and delay [ns]:
clkdlybuf4s50_1 0.97, nand2_1 0.62, nor3_4 0.83, buf_4 0.51, a22oi_1 0.16, nand4_1 0.14, or4_1 0.23, clkdlybuf4s50_1 0.50
==> final cells by class <==
cell class              instances  area [um^2]  share of cell area (%)
flip-flops and latches        928        27870                   68.80
multi-input cells             830         6178                   15.25
clock buffers                 105         2308                   5.700
well taps                    1500         1877                   4.634
repair buffers                193         1632                   4.028
clock inverters                60        634.4                   1.566
inverters                       1        3.754                0.009268
diodes                          1        2.502                0.006178
==> power breakdown <==
group / internal, mW / leakage (nW) / switching, mW
logic: 0.151 / 3.33 / 0.321
clock network: 2.71 / 1.43 / 2.04
registers: 6.10 / 8.36 / 0.0142
==> layer usage <==
metal | up-vias | share of wire [%] | routed length (um) | global-route usage, %
li1 | 8236 | - | - | -
met2 | 1956 | 44 | 50340 | 29.78
met1 | 9766 | 29 | 32770 | 19.23
met5 | - | 0.32 | 368 | 2.451
met4 | 13 | 3.9 | 4384 | 6.297
met3 | 287 | 23 | 25830 | 22.31
Power figures rest on the tool's default switching activity, not on a simulated workload.
