### config.mk
export PLATFORM = sky130hd
export DESIGN_NAME = program_counter
export DESIGN_NICKNAME = program_counter
export VERILOG_FILES = /design/flow/design.v
export SDC_FILE = /design/flow/constraint.sdc
export NUM_CORES = 4
export LEC_CHECK = 1
export CORE_AREA = 10 10 70 70
export DIE_AREA = 0 0 80 80
### constraint.sdc
current_design program_counter

set clk_period 1.6
set clk_io_pct 0.2

create_clock -name clk0 -period $clk_period [get_ports {clk}]

set non_clock_inputs [all_inputs -no_clocks]
set_input_delay [expr $clk_period * $clk_io_pct] -clock clk0 $non_clock_inputs
set_output_delay [expr $clk_period * $clk_io_pct] -clock clk0 [all_outputs]
### design.v
module program_counter(
    input logic rst,
    input logic clk,
    output logic [7:0] pc
);
    always @(posedge rst, posedge clk) begin
        if (rst) pc <= 0;
        else pc = pc + 1;
    end
endmodule
module instruction_memory(
    input logic [7:0] a,
    output logic [31:0] instruction
);
    logic [255:0] INST [31:0];
    assign INST[0] = 32'b00000000000000000000000000000100;  
    assign INST[1] = 32'b00000000000000000010000100000100;           
    assign INST[2] = 32'b00000000000010000010000000000000;
    assign INST[3] = 32'b00000000000000000100001000000101;  
    assign instruction = INST[a];
endmodule
### run.sh
#!/bin/bash
# OpenROAD 26Q1-2900-gdf79404cd8, Yosys 0.63+post, stock flow scripts
make -C /OpenROAD-flow-scripts/flow DESIGN_CONFIG=/design/flow/config.mk WORK_HOME=/design/flow/orfs finish
==> results.txt <==
Figures from the implementation reports.

- The per-cell via count in the routed design reads 2.55.
- On the worst setup and hold paths after CTS, the clock-pin slew comes to 0.05 ns.
- The largest individual stage delay along the critical path comes from the cell clkdlybuf4s50_1.
- The synthesized design spends more area on one cell type than any other, namely dfrtp_1.
- The count of different cell masters after synthesis is 11.
- The synthesized instance count is 25.
- The number of DRC markers in iteration 0 is 2.
- The routed design could run at a clock period as short as 1.51 ns.
- Along the worst path, the maximum fanout reaches 5.
- The die extent in x reads ~80 um.
- The die extent in y is around 80 um.
- The area of the placeable core is between 0.003 and 0.004 sq mm.
- The number of flip-flops and latches in the synthesized netlist reads 8.
- The total buffers and inverters traversed by the critical path reads 1.
- The clock latency on the worst-skew pair is roughly 0.25 ns.
- The startpoint identified for the worst register-to-register timing path is pc[2]$_DFF_PP0_.
- The remaining antenna violation count after routing is 0.
- The script parses the final routing iteration and logs DRC violations as 0.
- The gate family responsible for the most delay along the worst path is buffers and inverters.
- The yosys stat chip area is 320 sq um.
- pc holds more flip-flops than any other register.
- The clock root buffer is clkbuf_4.
- The number of detailed-route iterations in the first pass reads 2.
- The mean area per synthesized cell reads 12.8 sq um.
- The die covers 0.00640 sq mm.
- In the post-route report, total wirelength is listed as 726 um.
- The number of failing setup endpoints in the final timing report is 0.
- The cell area that synthesis handed to floorplanning was 320 sq um.
- The final setup skew reads 0.00358 ns.
- The uppermost signal routing layer after detailed routing reads met3.
- The tally of filler cells in the layout is 398.
- The first-pass GRT wire length reads around 1200 um.
- The flow measured a signed area growth from synthesis to layout of 53.1%.
- The post-synthesis cell type with the largest instance count reads dfrtp_1.
- The number of cells traversed by the worst register-to-register path reads 3.
- The worst hold path belongs to the class input port to async pin.
- The number of enable flip-flop cells is 0.
- The quantity of I/O buffers inserted on ports reads 9.
- The buffer depth of the longest clock path reads 2.
- The delay contributed by the slowest stage of the critical path is 0.50 ns.
- For the pin with the worst max-slew slack, the measured transition is just over 0.3 ns.
- The core utilization before placement is 9.38%.
- The maximum vdd ir drop reads 0.262 mV.
- The routed length on met2 reads 318 um.
- The count of endpoints failing hold in the final timing report reads 0.
- The I/O pin count reads 10.
- The worst-case headroom to the max-slew limit is 79.7%.
- The fmax reads 662 MHz.
- The summed negative setup slack over all endpoints is 0 ns.
- In the setup report, the worst path falls into the class flop to primary output.
- The worst setup path is launched from a flop.
- The CTS buffer count reads 3.
- The number of global-route vias before repair reads 233.
- The post-CTS setup-driven buffer insertion count reads 0.
- The terminus of the critical flop-to-flop path reads pc[7]$_DFF_PP0_.
- The estimated wirelength of the detail-placed design is about 600 um.
- The wire length on met3 is 39 um.
- In the final layout, the registers with the most flip-flops are pc x8.
- Summed over its instances, the top area cell type makes up between 60% and 70% of the synthesized netlist area.
- The flow ran to the end, and the final reports show no timing, DRC or antenna violations.
- Entering global routing, the biggest net connects 9 pins.
- The register area reads 200 sq um.
- For this run, the total global-route usage over all layers was measured as under 10%.
- The minimum hold slack reads 0.319 ns.
- The synthesis run shows the most used standard cells to be 8 x dfrtp_1, 3 x xnor2_1, 3 x xor2_1.
- The report lists the cells along the critical path as clkdlybuf4s50_1.
- The leakage power of the design is 0.202 nW.
- The total chip power is 0.359 mW.
- The synthesized netlist was found by Yosys to have 25 cells.
- The post-placement cell area reads 468 sq um.
- In the final layout, the share of cells above drive strength 1 is 13.5%.
- The number of logged tool warnings is 25.
- The number of antenna violations at the first check in global routing reads 0.
- The post-layout worst setup margin reads between 0.08 and 0.09 ns.
- The number of maximum-capacitance constraint violations reads 0.
- The required time at the endpoint of the critical path is 1.28 ns.
- The synthesis report lists the Yosys warning total as 1.
- The routed layout has 212 vias.
- For reference, the final report shows the max-slew violation count at 0.
- Setup repair after global routing left no endpoint under its margin.
- The most critical setup path has its startpoint at pc[2]$_DFF_PP0_.
- The level count of the clock H-tree is 1.
- The number of antenna diodes reads 0.
- The number of rows created at floorplan is 21.
- The total power divided by cell area reads 731 mW/mm^2.
- The dominant synthesized flop cell reads dfrtp_1.
- The worst slack after detailed placement is 0.338 ns.
- The synthesis report lists the most area-consuming cells as dfrtp_1 63%, xnor2_1 8.2%, xor2_1 8.2%.
- Hold repair after CTS inserted 0 buffers.
- In the finished design, the share of the clock period the worst path needs comes to roughly 94%.
- The type of destination of the critical path is a primary output.
- The register area share after synthesis is 62.5%.
- The TritonCTS sink count reads 8.
- The script logs the mean routed wire length per placed instance as approximately 9 um.
- The total routed wire length on the met1 layer reads ~370 um.
- The post-cts repair resize count reads 0.
- The register with the most flip-flops in the layout has 8 of them.
- The synthesis report gives the async set-or-reset register share as 100%.
- The setup check on the worst reg-to-reg path leaves a slack of between 0.5 and 0.6 ns.
- After routing the design area is around 490 sq um.
- For the worst setup path, the data arrival time is 1.19 ns.
- The routability-driven placement congestion ratio is about 0.66.
- TritonCTS built the clock tree.
- For this run the aggregate overflow at the end of global routing stands at 0.
- Leaving out buffers and inverters, the combinational logic in the layout accounts for between 100 and 150 sq um.
cells by family (layout without fill, tap and decap cells):
group	Yosys count	after routing	synth area share (%)
buf+inv	2	14	2.34
fa+ha+maj	1	1	3.91
xor+xnor	6	6	16.4
simple gates	8	8	14.8
flops	8	8	62.5
worst max-delay path by stage:
stage           end  slack, ns  cells after the start
finish        pc[2]       0.09                      1
global route  pc[3]       0.04                      1
CTS           pc[2]       0.06                      1
through the flow:
stage / cells / util (%)
global placement: 80 / 13.7
CTS: 83 / 14.4
finish: 83 / 14.4
floorplan: 25 / -
global route: 83 / 14.4
detailed placement: 80 / 13.7
routing by layer:
layer / up-vias / track usage (%)
li1: 104 / -
met1: 101 / 3.12
met2: 7 / 3.69
met3: 0 / 1.14
met4: 0 / 0.528
met5: - / 0
cell usage in the layout, fill, tap and decap left out:
master / instances
clkdlybuf4s50_1: 9
dfrtp_1: 8
xor2_1: 3
xnor2_1: 3
clkbuf_4: 3
nand2_1: 2
nand3_1: 2
inv_1: 2
nand3_2: 1
nor3_2: 1
and3_1: 1
nor2_1: 1
ha_1: 1
final cells by class:
| class | count | area share [%] |
|---|---|---|
| multi-input combinational | 15 | 23.0 |
| inverter | 2 | 1.53 |
| tap | 46 | 11.7 |
| clock buffer | 3 | 4.59 |
| timing repair buffer | 9 | 18.4 |
| sequential | 8 | 40.8 |
power breakdown:
part,internal (mW),switching (mW)
sequential,0.203,0
clock,0.0855,0.0642
combinational,0.00229,0.00405
total,0.290,0.0682
Power is estimated from default activity; no workload was simulated.
